`flow/design.v`:
```
module CHIP(clk,
            rst_n,
            mem_wen_D,
            mem_addr_D,
            mem_wdata_D,
            mem_rdata_D,
            mem_addr_I,
            mem_rdata_I);
    input         clk, rst_n ;
    output        mem_wen_D  ;
    output reg [31:0] mem_addr_D ;
    output reg [31:0] mem_wdata_D;
    input  [31:0] mem_rdata_D;
    output [31:0] mem_addr_I ;
    input  [31:0] mem_rdata_I;
    reg    [31:0] PC          ;               
    reg   [31:0] PC_nxt      ;               
    wire          regWrite    ;               
    reg   [ 4:0] rs1, rs2, rd;               
    wire   [31:0] rs1_data    ;               
    wire   [31:0] rs2_data    ;               
    reg   [31:0] rd_data     ;               
    wire   [ 1:0] ALUOp;
    wire   [ 3:0] ALUaction;
    wire   [31:0] ALUin_B;
    wire   [31:0] ImmGen;
    wire          Branch;
    wire          MemRead;
    wire          MemtoReg;
    wire          MemWrite;
    wire          ALUSrc;
    wire          RegWrite;
    wire          jal;
    wire          jalr;
    wire          auipc;
    parameter S_IF = 3'd0, S_ID = 3'd1, S_EX = 3'd2, S_ME = 3'd3, S_WB = 3'd4;
    reg [2:0] state, state_nxt;
    wire [31:0] alu_result;
    wire [1:0] alu_compare;
    wire mul_ready;
    wire [31:0] mul_result;
    assign mem_addr_I = PC;
    assign ALUin_B = ALUSrc ? ImmGen : rs2_data;
    assign mem_wen_D = (MemWrite && (state == S_ME));
    assign regWrite = (state == S_WB) ? RegWrite : 0;
    reg_file reg0(                            
        .clk(clk),                            
        .rst_n(rst_n),                        
        .wen(regWrite),                       
        .a1(rs1),                             
        .a2(rs2),                             
        .aw(rd),                              
        .d(rd_data),                          
        .q1(rs1_data),                        
        .q2(rs2_data));                       
    control control0(
        .instruction(mem_rdata_I[6:0]),
        .Branch(Branch),
        .MemRead(MemRead),
        .MemtoReg(MemtoReg),
        .MemWrite(MemWrite),
        .ALUSrc(ALUSrc),
        .RegWrite(RegWrite),
        .jal(jal),
        .jalr(jalr),
        .auipc(auipc),
        .ALUOp(ALUOp)
    );
    IMMgenerator immgen0(
        .instruction(mem_rdata_I),
        .Imm(ImmGen)
    );
    ALUcontrol ALUcontrol0(
        .ALUOp(ALUOp),
        .funct3(mem_rdata_I[14:12]),
        .funct7_30(mem_rdata_I[30]),
        .funct7_25(mem_rdata_I[25]),
        .ALUaction(ALUaction)
    );
    ALU alu0(
        .mode(ALUaction),       
        .in_A(rs1_data),    
        .in_B(ALUin_B),      
        .result(alu_result),  
        .compare(alu_compare)
    );
    mulDiv muldiv0(
        .clk(clk),
        .rst_n(rst_n),
        .valid(state == S_EX && ALUaction[3:2] == 2'b11),
        .mode(ALUaction[0]),   
        .in_A(rs1_data), 
        .in_B(ALUin_B),
        .ready(mul_ready),
        .out(mul_result)
    );  
    always @(*) begin
        state_nxt = state;
        case(state)
            S_IF : state_nxt = S_ID;
            S_ID : state_nxt = S_EX;
            S_EX : begin
                if(ALUaction[3:2] == 2'b11) begin
                    if (mul_ready) state_nxt = S_ME;
                end
                else state_nxt = S_ME;
            end
            S_ME : state_nxt = S_WB;
            S_WB : state_nxt = S_IF;
        endcase
    end
    always @(*) begin
        PC_nxt = PC;
        rs1 = rs1;
        rs2 = rs2;
        rd = rd;
        rd_data = rd_data;
        mem_wdata_D = mem_wdata_D;
        mem_addr_D = mem_addr_D;
        case(state)
            S_IF : begin
            end
            S_ID : begin
                rs1 = mem_rdata_I[19:15];
                rs2 = mem_rdata_I[24:20];
                rd = mem_rdata_I[11:7];
            end
            S_EX : begin
            end
            S_ME : begin
                mem_addr_D = alu_result;
                mem_wdata_D = rs2_data;
            end
            S_WB : begin
                if(auipc) rd_data = PC + (ImmGen << 12);
                else if(jal) rd_data = PC + 3'd4;
                else rd_data = (MemtoReg)? mem_rdata_D : (ALUaction[3:2] == 2'b11)? mul_result : alu_result;
                if (jalr) PC_nxt = alu_result;
                else if(jal) PC_nxt = PC + $signed(ImmGen << 1);
                else if(Branch && alu_compare == 2'd1) PC_nxt = PC + $signed(ImmGen << 1);
                else if(Branch && alu_compare == 2'd2 && mem_rdata_I[14:12] == 3'b101) PC_nxt = PC + $signed(ImmGen << 1);
                else if(Branch && alu_compare == 2'd3 && mem_rdata_I[14:12] == 3'b100) PC_nxt = PC + $signed(ImmGen << 1);
                else PC_nxt = PC + 3'd4;
            end
        endcase
    end
    always @(posedge clk or negedge rst_n) begin
        if (!rst_n) begin
            PC <= 32'h00010000;  
            state <= 3'b0;
        end
        else begin
            PC <= PC_nxt;
            state <= state_nxt;
        end
    end
endmodule
module reg_file(clk, rst_n, wen, a1, a2, aw, d, q1, q2);
    parameter BITS = 32;
    parameter word_depth = 32;
    parameter addr_width = 5;  
    input clk, rst_n, wen;  
    input [BITS-1:0] d;
    input [addr_width-1:0] a1, a2, aw;
    output [BITS-1:0] q1, q2;
    reg [BITS-1:0] mem [0:word_depth-1];
    reg [BITS-1:0] mem_nxt [0:word_depth-1];
    integer i;
    assign q1 = mem[a1];
    assign q2 = mem[a2];
    always @(*) begin
        for (i=0; i<word_depth; i=i+1)
            mem_nxt[i] = (wen && (aw == i)) ? d : mem[i];
    end
    always @(posedge clk or negedge rst_n) begin
        if (!rst_n) begin
            mem[0] <= 0;
            for (i=1; i<word_depth; i=i+1) begin
                case(i)
                    32'd2: mem[i] <= 32'hbffffff0;
                    32'd3: mem[i] <= 32'h10008000;
                    default: mem[i] <= 32'h0;
                endcase
            end
        end
        else begin
            mem[0] <= 0;
            for (i=1; i<word_depth; i=i+1)
                mem[i] <= mem_nxt[i];
        end
    end
endmodule
module mulDiv(clk, rst_n, valid, ready, mode, in_A, in_B, out);
    input clk, rst_n;
    input valid;
    input mode;        
    input [31:0] in_A, in_B;
    output ready;
    output [31:0] out;
    parameter IDLE = 3'd0;
    parameter MUL  = 3'd1;
    parameter DIV  = 3'd2;
    parameter OUT  = 3'd3;
    reg  [ 2:0] state, state_nxt;
    reg  [ 4:0] counter, counter_nxt;
    reg  [63:0] shreg, shreg_nxt;
    reg  [31:0] alu_in, alu_in_nxt;
    reg  [32:0] alu_out;
    reg  [32:0] alu;
    assign ready = (state == OUT);
    assign out = shreg[31:0];
    always @(*) begin
        case(state)
            IDLE: begin
                if (valid) begin
                    if (mode == 2'd0) state_nxt = MUL;
                    else if (mode == 2'd1) state_nxt = DIV;
                    else state_nxt = IDLE;
                end
                else state_nxt = IDLE; 
            end
            MUL : state_nxt = (counter == 5'd31) ? OUT : MUL; 
            DIV : state_nxt = (counter == 5'd31) ? OUT : DIV;
            OUT : state_nxt = IDLE;
            default : state_nxt = IDLE;
        endcase
    end
    always @(*) begin
        if (state == MUL || state == DIV) counter_nxt = counter + 1;
        else counter_nxt = 5'd0;
    end
    always @(*) begin
        case(state)
            IDLE: begin
                if (valid) alu_in_nxt = in_B;
                else       alu_in_nxt = 0;
            end
            OUT : alu_in_nxt = 0;
            default: alu_in_nxt = alu_in;
        endcase
    end
    always @(*)begin
        case(state)
            IDLE: alu_out = 33'd0; 
            MUL: alu_out = (shreg[0]) ? alu_in + shreg[63:32] : shreg[63:32];
            DIV: begin 
                if (shreg[63:32] >= alu_in) begin 
                    alu_out = shreg[63:32] - alu_in;
                    alu_out[32] = 1'b1;
                end
                else begin 
                    alu_out = shreg[63:32];
                    alu_out[32] = 1'b0;
                end
            end
            OUT : alu_out = 32'd0;  
            default : alu_out = 32'd0;
        endcase
    end
    always @(*) begin 
        shreg_nxt = shreg;
        if (state == IDLE && valid == 1'd1) begin
            if (state_nxt == DIV) shreg_nxt = in_A << 1;
            else shreg_nxt = in_A;
        end
        else if (state == MUL) begin  
            shreg_nxt = shreg >> 1;
            shreg_nxt[63:31] = alu_out;
        end
        else if (state == DIV) begin
            shreg_nxt = shreg;
            shreg_nxt[63:32] = alu_out[31:0];
            shreg_nxt =  shreg_nxt << 1;
            shreg_nxt[0] = alu_out[32];
            if (counter == 5'd31) shreg_nxt[63:32] = shreg_nxt[63:32] >> 1; 
        end
    end
    always @(posedge clk or negedge rst_n) begin
        if (!rst_n) begin
            state <= IDLE;
            shreg <= 64'd0;
            counter <= 5'd0;
            alu_in <= 32'd0;
        end
        else begin
            state <= state_nxt;
            shreg <= shreg_nxt;
            counter <= counter_nxt;
            alu_in <= alu_in_nxt;
        end
    end
endmodule
module ALU(mode, in_A, in_B, result, compare);
    input [3:0] mode;         
    input [31:0] in_A;        
    input [31:0] in_B;        
    output [31:0] result;     
    output [1:0] compare;     
    parameter AND       = 4'b0000;
    parameter OR        = 4'b0001;
    parameter ADD       = 4'b0010;
    parameter SUB       = 4'b0110;  
    parameter XOR       = 4'b0111;
    parameter SRLI      = 4'b1000;   
    parameter SLLI      = 4'b1001;   
    parameter SLTI      = 4'b1010;   
    reg  [31:0] alu_out;
    assign result = alu_out;
    assign compare = (mode == SUB)? ((alu_out == 1'd0)? 2'd1 : ((alu_out[31] == 1'd0)? 2'd2 : 2'd3)) : 1'd0;  
    always @(*)begin
        case(mode)
        AND: alu_out= in_A & in_B;
        OR : alu_out= in_A | in_B;
        ADD: alu_out= $signed(in_A) + $signed(in_B);
        SUB: alu_out= $signed(in_A) - $signed(in_B);
        XOR: alu_out= in_A ^ in_B;
        SRLI: alu_out = in_A >> in_B;
        SLLI: alu_out = in_A << in_B;
        SLTI: alu_out = (in_A < in_B);
        default: alu_out = 1'd0;
        endcase 
    end
endmodule
module control(
    input [6:0] instruction,
    output reg  Branch,
    output reg  MemRead,
    output reg  MemtoReg,
    output reg  MemWrite,
    output reg  ALUSrc,
    output reg  RegWrite,
    output reg  jal,
    output reg  jalr,
    output reg  auipc,
    output reg  [1:0] ALUOp
);
    always @(*) begin
        case(instruction)
            7'b0010111: begin   
                ALUSrc      = 1'b1;
                MemtoReg    = 1'b0;
                RegWrite    = 1'b1;
                MemRead     = 1'b0;
                MemWrite    = 1'b0;
                Branch      = 1'b0;
                jal         = 1'b0;
                jalr        = 1'b0;
                auipc       = 1'b1;
                ALUOp       = 2'bx;         
            end
            7'b1101111: begin   
                ALUSrc      = 1'b1;
                MemtoReg    = 1'b0;
                RegWrite    = 1'b1;
                MemRead     = 1'b0;
                MemWrite    = 1'b0;
                Branch      = 1'b0;
                jal         = 1'b1;
                jalr        = 1'b0;
                auipc       = 1'b0;
                ALUOp       = 2'bx;         
            end
            7'b1100111: begin   
                ALUSrc      = 1'b1;
                MemtoReg    = 1'b0;
                RegWrite    = 1'b1;
                MemRead     = 1'b0;
                MemWrite    = 1'b0;
                Branch      = 1'b0;
                jal         = 1'b0;
                jalr        = 1'b1;
                auipc       = 1'b0;
                ALUOp       = 2'd3;         
            end
            7'b1100011: begin   
                ALUSrc      = 1'b0;
                MemtoReg    = 1'bx;
                RegWrite    = 1'b0;
                MemRead     = 1'b0;
                MemWrite    = 1'b0;
                Branch      = 1'b1;
                jal         = 1'b0;
                jalr        = 1'b0;
                auipc       = 1'b0;
                ALUOp       = 2'b1;         
            end
            7'b0000011: begin   
                ALUSrc      = 1'b1;
                MemtoReg    = 1'b1;
                RegWrite    = 1'b1;
                MemRead     = 1'b1;
                MemWrite    = 1'b0;
                Branch      = 1'b0;
                jal         = 1'b0;
                jalr        = 1'b0;
                auipc       = 1'b0;
                ALUOp       = 2'd0;         
            end
            7'b0100011: begin   
                ALUSrc      = 1'b1;
                MemtoReg    = 1'bx;
                RegWrite    = 1'b0;
                MemRead     = 1'b0;
                MemWrite    = 1'b1;
                Branch      = 1'b0;
                jal         = 1'b0;
                jalr        = 1'b0;
                auipc       = 1'b0;
                ALUOp       = 2'd0;         
            end
            7'b0010011: begin   
                ALUSrc      = 1'b1;
                MemtoReg    = 1'b0;
                RegWrite    = 1'b1;
                MemRead     = 1'b0;
                MemWrite    = 1'b0;
                Branch      = 1'b0;
                jal         = 1'b0;
                jalr        = 1'b0;
                auipc       = 1'b0;
                ALUOp       = 2'd3;         
            end
            7'b0110011: begin   
                ALUSrc      = 1'b0;
                MemtoReg    = 1'b0;
                RegWrite    = 1'b1;
                MemRead     = 1'b0;
                MemWrite    = 1'b0;
                Branch      = 1'b0;
                jal         = 1'b0;
                jalr        = 1'b0;
                auipc       = 1'b0;
                ALUOp       = 2'd2;         
            end
            default: begin  
                ALUSrc      = 1'b0;
                MemtoReg    = 1'b0;
                RegWrite    = 1'b0;
                MemRead     = 1'b0;
                MemWrite    = 1'b0;
                Branch      = 1'b0;
                jal         = 1'b0;
                jalr        = 1'b0;
                auipc       = 1'b0;
                ALUOp       = 2'd0;         
            end
        endcase
    end
endmodule
module ALUcontrol(
    input       [1:0]   ALUOp,
    input       [2:0]   funct3,
    input               funct7_30,
    input               funct7_25,
    output reg  [3:0]   ALUaction
);
    parameter AND       = 4'b0000;
    parameter OR        = 4'b0001;
    parameter ADD       = 4'b0010;
    parameter SUB       = 4'b0110;  
    parameter XOR       = 4'b0111;
    parameter SRAI      = 4'b1000;   
    parameter SLLI      = 4'b1001;   
    parameter SLTI      = 4'b1010;   
    parameter MUL       = 4'b1100;
    parameter DIV       = 4'b1101;
    always @(*) begin
        case(ALUOp)
            2'b00: begin
                ALUaction = ADD;
            end
            2'b01: begin
                ALUaction = SUB;
            end
            2'b10: begin
                if      (funct3 == 3'b111) ALUaction = AND;
                else if (funct3 == 3'b110) ALUaction = OR;
                else if (funct3 == 3'b100) ALUaction = funct7_25 ? DIV : XOR;
                else begin  
                    if(funct7_25) ALUaction = MUL;
                    else ALUaction = funct7_30 ? SUB : ADD;
                end
            end
            2'b11: begin
                if      (funct3 == 3'b010) ALUaction = SLTI;
                else if (funct3 == 3'b101) ALUaction = SRAI;
                else if (funct3 == 3'b001) ALUaction = SLLI;
                else ALUaction = ADD;   
            end
        endcase
    end
endmodule
module IMMgenerator(
    input      [31:0]  instruction,
    output reg [31:0]  Imm
);
    always @(*) begin
        case(instruction[6:0])
            7'b0010111: begin   
                Imm <= {{11{instruction[31]}}, instruction[31:12]};
            end
            7'b1101111: begin   
                Imm <= {{11{instruction[31]}}, instruction[31], instruction[19:12], 
                               instruction[20], instruction[30:21]};
            end
            7'b1100111: begin   
                Imm <= {{20{instruction[31]}}, instruction[31:20]};
            end
            7'b1100011: begin   
                Imm <= {{20{instruction[31]}}, instruction[31],    instruction[7], 
                               instruction[30:25], instruction[11:8]};
            end
            7'b0000011: begin   
                Imm <= {{20{instruction[31]}}, instruction[31:20]};
            end
            7'b0100011: begin   
                Imm <= {{20{instruction[31]}}, instruction[31:25], instruction[11:7]};
            end
            7'b0010011: begin   
                Imm <= {{20{instruction[31]}}, instruction[31:20]};
            end
            default: begin  
                Imm <= {30'b0};
            end
        endcase
    end
endmodule
```
`flow/run.sh`:
```
#!/bin/bash
# OpenROAD 26Q1-2900-gdf79404cd8, Yosys 0.63+post, stock flow scripts
make -C /OpenROAD-flow-scripts/flow DESIGN_CONFIG=/design/flow/config.mk WORK_HOME=/design/flow/orfs finish
```
`flow/constraint.sdc`:
```
current_design CHIP

set clk_period 19.3
set clk_io_pct 0.2

create_clock -name clk0 -period $clk_period [get_ports {clk}]

set non_clock_inputs [all_inputs -no_clocks]
set_input_delay [expr $clk_period * $clk_io_pct] -clock clk0 $non_clock_inputs
set_output_delay [expr $clk_period * $clk_io_pct] -clock clk0 [all_outputs]
```
`flow/config.mk`:
```
export PLATFORM = sky130hd
export DESIGN_NAME = CHIP
export DESIGN_NICKNAME = CHIP
export VERILOG_FILES = /design/flow/design.v
export SDC_FILE = /design/flow/constraint.sdc
export NUM_CORES = 4
export LEC_CHECK = 1
export CORE_UTILIZATION = 50
```
==> deck_impl_summary.md <==
Implementation Results

Global routing
  • Met2 Track Usage GR: 0.7067
  • GRT Total Usage: 0.5477
  • First-pass GRT wire length: 585,800 um
  • Initial antenna violation count: 52
  • Met3 Track Usage GR: 0.3298
  • Number of global-route vias before repair: 73,616
  • Total grt overflow: 0
  • Largest net degree at the start of global routing: 73
  • GR Util met1: 0.6626
  • GRT Max-Usage Layer: met2

Finish
  • Share of cells above drive strength 1: 0.2284
  • Most frequent logic cell in the layout: dfrtp_1
  • Final instance area: 0.08863 sq mm
  • Area growth, synth to finish: 11.80%
  • Final core utilization: 0.5654
  • Most instantiated logic cells after routing: dfrtp_1, mux2_2, and3_1
  • Fillers: 13,382
  • Logic area: 0.04593 sq mm
  • Register Area: 0.03009 sq mm

Worst setup path
  • CP Capture Type: register
  • Reg2reg start: reg0.mem[18][1]
  • Crit-path slowest cell: clkdlybuf4s50_1
  • Worst EP required: 20.00 ns
  • Kind of critical path: in -> reg
  • FF-to-FF path depth: 28
  • Startpoint types: input pin
  • Cell family with most CP delay: simple AND/OR/NAND/NOR gates
  • Max incr delay on CP: 0.86 ns
  • CP max FO: 47
  • R2R Path End: PC[28]
  • Buf+Inv Stages, Crit Path: 3
  • CP arrival: 14.58 ns
  • R2r setup slk: 9.08 ns

STA
  • Final period util: 0.7193
  • Crit path time final: 13.88 ns
  • Fin. Hold Viols: 0
  • Register pins left without a clock: 111
  • PnR worst setup slack: 5.418 ns
  • RSZ-0062 raised after global routing: false
  • Clock Skew: 0.07929 ns
  • Final setup viols: 0
  • Max Slew Vio Count: 0
  • Worst slew pin tran: 1.289 ns
  • Endpoints left unconstrained: 175
  • WHS: 0.3934 ns
  • Fmax: 0.07204 GHz
  • TNS Setup: 0 ns
  • Slew Limit Headroom: 0.1330

Yosys
  • Mapped Area: 0.07927 sq mm
  • Mean Syn Cell Area: 9.633 sq um
  • Netlist cell types: 122
  • Post-synth area from yosys stat: 0.07927 sq mm
  • Seq cells post-synth: 1,245
  • Post-synth EDFFs: 0
  • Ys flop type: dfrtp_1
  • Yosys Instances: 8,229
  • Gate Count Post-Synth: 8,229
  • Yosys warnings: 9
  • Ys async rst share: 0.9108

Floorplanning
  • I/O pin total: 163
  • Die Y-Extent: 400.2 um
  • Core Area: 0.1568 sq mm
  • Die area: 0.1601 sq mm
  • Fp util: 0.5057
  • Chip width: 400.2 um
  • Row cnt: 145

Pwr
  • Worst VDD drop: 0.09020 mV
  • Power share of the clock group: 0.515
  • Int Pwr: 4.044 mW
  • P_sw: 1.307 mW
  • Leakage: 43.23 nW
  • Pwr Density: 60.37 mW/mm^2
  • Comb pwr share: 0.040
  • Switching Share: 0.2442
  • Register share of total power: 0.445

Routing
  • Avg WL per Cell: 41.14 um
  • # DRC: 0
  • 1st-pass router iterations: 8
  • Via count: 78,796
  • Via/cell ratio: 7.600
  • Starting DRC count in detailed routing: 9,898
  • Total length of routed wires: 426,500 um
  • Final ANT Viol Nets: 0

CTS
  • # hold bufs at CTS: 0
  • Postcts setup bufs: 0
  • CTS tree: built
  • Max clock buf depth: 3
  • Reg clk slew, reported paths: 0.05 ns
  • Total CTS buffers: 134
  • H-tree depth: 4
  • Post-CTS resize count: 0
  • Clock Latency Late Sink: 0.83 ns
  • Root Driver: clkbuf_16

Placement
  • DP Worst Slack: 4.914 ns
  • IO Port Bufs: 162
  • Final Wtd Congestion: 1.083
  • Detailed placement HPWL: 282,000 um
  • Dpl cell area: 0.08372 sq mm

Flow run
  • OpenROAD warnings: 121
  • Max-Cap Viols: 0

Hold path
  • Hold path depth: 0
  • Hold_sp: state[0]
  • Hold Path Sink: state[3]
  • HP Class: reg -> reg

Outcome
  • Status: completed
[logic make-up after synthesis]
| kind of cell | share of synthesized area |
|---|---|
| AND/OR/NAND/NOR | 0.1708 |
| adder cells (fa/ha/maj) | 0.03472 |
| buffers and inverters | 0.04898 |
| flip-flops | 0.3585 |
| XOR/XNOR | 0.01370 |
| latches | 0.02107 |
| AND-OR/OR-AND | 0.1822 |
| multiplexers | 0.1701 |
[cells in the mapped netlist, drive strengths merged, types with 35 or more instances]
library cell / number / area [sq um]
nor2b: 39 / 244.0
and3: 865 / 5411
mux2i: 184 / 1842
nand2: 419 / 1583
xnor2: 87 / 762.0
dfrtp: 1102 / 27580
or2: 35 / 219.0
mux2: 1022 / 11510
clkbuf: 553 / 2076
inv: 209 / 784.5
dlxtp: 111 / 1670
a31oi: 40 / 250.2
nor4: 43 / 345.3
ha: 212 / 2653
a2111oi: 232 / 2038
nand4: 110 / 694.4
a221oi: 96 / 847.1
a21oi: 331 / 1664
xor2: 37 / 324.1
buf: 197 / 1018
nand2b: 46 / 287.8
nand3: 163 / 815.8
nor2: 447 / 1698
a22oi: 291 / 2190
nor3: 97 / 490.5
or3: 43 / 269.0
o22ai: 54 / 337.8
o21ai: 283 / 1424
a211oi: 87 / 670.6
o31ai: 39 / 340.3
a21o: 38 / 285.3
o211ai: 85 / 643.1
[area by class of cell]
cell class,instances,area share
tap,2058,0.02905
clock inverter,57,0.01036
timing repair buffer,523,0.04893
antenna,60,0.001694
inverter,210,0.008894
multi-input combinational,6024,0.5182
clock buffer,191,0.04331
sequential,1245,0.3395
[worst max-delay path by stage]
stage	startpoint	slack [ns]	cells after the start	to
4_1_cts	mem_rdata_I[2]	5.70	30	PC[28]
5_1_grt	mem_rdata_I[2]	5.16	31	PC[28]
6_report	mem_rdata_I[2]	5.42	30	PC[28]
[stage by stage]
stage	instances	power (mW)
6_report	10368	5.350
5_1_grt	10322	5.436
4_1_cts	10308	5.340
3_5_place_dp	10060	2.631
3_3_place_gp	10060	2.632
2_1_floorplan	8229	2.509
[registers in the layout, summed over array words and instances, names as in the netlist, 32 cells and up]
name,count
reg0.mem,992
PC,32
muldiv0.alu_in,32
mem_addr_D,32
rd_data,32
muldiv0.shreg,64
mem_wdata_D,32
[power by group through the flow]
stage / sequential, mW / combinational, mW / clock [mW]
after CTS: 2.38 / 0.209 / 2.75
after global routing: 2.38 / 0.226 / 2.83
final: 2.38 / 0.213 / 2.76
[layer usage]
layer / wire [um] / up-vias
met2: 166700 / 6930
met4: 42420 / 56
met5: 1322 / -
met1: 146500 / 38446
met3: 69520 / 2286
li1: - / 31078
No activity file was given, so power comes from the tool's default toggle rates.
